`flow/constraint.sdc`:
```
current_design write_pointer

set clk_period 4.1
set clk_io_pct 0.2

create_clock -name clk0 -period $clk_period [get_ports {clk}]

set non_clock_inputs [all_inputs -no_clocks]
set_input_delay [expr $clk_period * $clk_io_pct] -clock clk0 $non_clock_inputs
set_output_delay [expr $clk_period * $clk_io_pct] -clock clk0 [all_outputs]
```
`flow/config.mk`:
```
export PLATFORM = sky130hd
export DESIGN_NAME = write_pointer
export DESIGN_NICKNAME = write_pointer
export VERILOG_FILES = /design/flow/design.v
export SDC_FILE = /design/flow/constraint.sdc
export NUM_CORES = 4
export LEC_CHECK = 1
export CORE_AREA = 10 10 92 92
export DIE_AREA = 0 0 102 102
```
`flow/run.sh`:
```
#!/bin/bash
# OpenROAD 26Q1-2900-gdf79404cd8, Yosys 0.63+post, stock flow scripts
make -C /OpenROAD-flow-scripts/flow DESIGN_CONFIG=/design/flow/config.mk WORK_HOME=/design/flow/orfs finish
```
`flow/design.v`:
```
interface Asynchronous_FIFO_bfm_ext #(parameter DATA_WIDTH = 8, parameter ADDR_WIDTH = 6);
logic clk_wr; 
logic clk_rd; 
logic rst_n;
logic wr_en;
logic rd_en;
logic [DATA_WIDTH-1:0] data_in;
logic [DATA_WIDTH-1:0] data_out;
logic full;
logic empty;
logic half;
endinterface
interface Asynchronous_FIFO_bfm_int #(parameter DATA_WIDTH = 8, parameter ADDR_WIDTH = 6);
logic [ADDR_WIDTH:0] wptr;
logic [ADDR_WIDTH:0] rptr;
logic [ADDR_WIDTH-1:0] waddr;
logic [ADDR_WIDTH-1:0] raddr;
logic [ADDR_WIDTH:0] wq2_rptr;
logic [ADDR_WIDTH:0] rq2_wptr;
endinterface
module write_pointer #(
    parameter ADDR_WIDTH = 6
)(
    input  logic                    clk, rst_n, inc,
    input  logic [ADDR_WIDTH:0]     wq2_rptr,
    output logic [ADDR_WIDTH:0]     wptr,
    output logic [ADDR_WIDTH-1:0]   waddr,
    output logic                    full
);
    logic   [ADDR_WIDTH:0]  binary_wptr;
    logic   [ADDR_WIDTH:0]  binary_wptr_next, gray_wptr_next;
    logic                   full_next;
    always_ff @(posedge clk or negedge rst_n) begin
        if (!rst_n) begin
            wptr <= 0;
            binary_wptr <= 0;
            full <= 0;
        end
        else begin 
            wptr <= gray_wptr_next;
            binary_wptr <= binary_wptr_next;
            full <= full_next;
        end
    end
    assign waddr = binary_wptr[ADDR_WIDTH-1:0];
    assign binary_wptr_next = binary_wptr + (inc & ~full);
    assign gray_wptr_next = (binary_wptr_next>>1) ^ binary_wptr_next;
    assign full_next =  ((gray_wptr_next[ADDR_WIDTH-2:0] == wq2_rptr[ADDR_WIDTH-2:0]) &&
                        (gray_wptr_next[ADDR_WIDTH-1:0] != wq2_rptr[ADDR_WIDTH-1:0]) && 
                        (gray_wptr_next[ADDR_WIDTH] != wq2_rptr[ADDR_WIDTH]));
endmodule
```
==> run summary <==
Implementation status.

- The run finished with clean final reports.
- The growth of design area from synthesis to finish is 55.2%.
- Counting endpoints that fail hold in the final report gives 0.
- The post-synthesis cell count from yosys is about 60.
- The report lists the number of cells resized after CTS as 0.
- In the final layout, the share of cells above drive strength 1 is 0.0690.
- In this run the count of I/O pins placed on the die edge is 24.
- At the end of the flow the core is filled with cells to 0.166.
- The global routing usage on met3 is 0.0266.
- Summing over every cut layer, the via total after detailed routing is 497.
- Traced cell by cell, the critical path runs through clkdlybuf4s50_1, nor2b_1, ha_1, ha_1, xor2_2, xor2_1, or3_1, nand2_1, o2111a_1.
- For this sky-water flow run, the detailed-routed wirelength per cell is reported as roughly 10 µm.
- The count of H-tree levels built during CTS is 1.
- Data on the critical path is required at its endpoint by 4.28 ns.
- STA classifies the critical path endpoint as a register.
- The post-synth register bit count is 14.
- In this run the cell area of the synthesized design comes to 692 µm².
- The layer with the highest usage after global routing is met2.
- The number of warnings reported in the stage logs is 25.
- The post-CTS hold buffer count recorded in the log is 0.
- The worst-path cell with the longest stage delay is sky130_fd_sc_hd__clkdlybuf4s50_1.
- The number of setup buffers added after CTS is 0.
- The floorplan step set the die height to 102 µm.
- The initial antenna violation count came to 0.
- Per the final report, max-transition violations number 0.
- The count of maximum capacitance violations is 0.
- The maximum number of pins on one net before global-route repair is 15.
- Per the CTS log, the buffer count on the longest clock path is 2.
- The starting density of the core is 0.107.
- Setup repair after global routing left no endpoint under its margin.
- The detailed placer's ending HPWL is about 1400 µm.
- The synthesized area per cell is ~12 µm².
- The data arrival time reported for the critical path is around 3 ns.
- Static timing analysis puts the maximum clock frequency at between 300 and 400 MHz.
- Of the synthesized area, sequential elements account for 0.506.
- Counting flops with a built-in enable in the synthesized netlist gives 0.
- The port buffer count is 23.
- The ratio of final minimum period to clock period is 0.669.
- The total antenna diodes in the routed design is 0.
- The dominant logic cell type in the layout is sky130_fd_sc_hd__clkdlybuf4s50_1.
- The pin slew with the least headroom to its limit is ~0.65 ns.
- The via count of the first global-routing pass was 555.
- The row count is 29.
- Counting distinct cell types in the post-synthesis netlist gives 20.
- The leakage component of the power was reported as between 0.4 and 0.5 nW.
- The final layout reports a setup TNS of 0 ns.
- The type of origin of the critical path is an input pin.
- The worst max-slew margin expressed relative to the limit is 0.566.
- The final RePlAce weighted congestion is roughly 0.83.
- In this design, the stage delay of the slowest critical-path cell is between 0.4 and 0.5 ns.
- The global route total overflow is 0.
- The worst path in the final design needs a cycle of 2.74 ns, including I/O delays and setup.
- Per the synth stats, the proportion of register bits with asynchronous set or reset is 1.00.
- Together, buffers and inverters on the worst path number 1.
- The type of the most critical hold path is register to register.
- In this run, CTS created clock tree buffers numbering 3.
- Looking at the critical path, the highest net fanout was 5.
- The number of warnings issued by yosys is 1.
- After floorplanning, the die was sized to cover 10,400 µm².
- The core area is 6460 µm².
- The met1 track utilization from global routing is 0.0394.
- In the log, the iteration count for the first detailed-route pass is 4.
- The global routing report lists met2 layer usage as 0.0459.
- Looking at the clock tree report, the root buffer type is sky130_fd_sc_hd__clkbuf_8.
- The die is 102 µm wide.
- The commonest register cell is sky130_fd_sc_hd__dfrtp_1.
- In the final run the clock tree shows a worst skew of roughly 0.0047 ns.
- Synthesis produced about 60 cells.
- The remaining antenna violation count after routing is 0.
- The critical path in this run is classified as input pin to register.
- Setup violations remaining at the end of the flow were counted as 0.
- The remaining routing DRC violations is 0.
- The library cell appearing most often on the critical path is sky130_fd_sc_hd__ha_1.
- The detailed router's first-iteration violation count is 12.
- In this design, the largest share of critical-path delay is due to simple AND/OR/NAND/NOR gates.
- The vias per cell is roughly 3.0.
- The area reported by Yosys stat is 692 µm².
- The TritonCTS sink count is 14.
- Per the skew report, the later register of the worst-skew pair sees a clock latency of between 0.2 and 0.25 ns.
- The cell area power density is between 700 and 800 nW/µm².
- TritonCTS built the clock tree.
- The clock-pin slew on the worst setup and hold paths is approximately 0.060 ns.
- Summed over all routing layers, the global router reports a total usage of 0.0324.
- Leaving out fill and tap cells, the most frequent cells in the layout are sky130_fd_sc_hd__clkdlybuf4s50_1, sky130_fd_sc_hd__dfrtp_1, sky130_fd_sc_hd__xor2_1, sky130_fd_sc_hd__xnor2_1, sky130_fd_sc_hd__nand2_1.
- The first global-routing pass estimated about 2600 µm of wire.
- Across the VDD grid, the largest voltage drop is about 0.0004 V.
- After detailed routing, the total wire length is 1670 µm.
==> worst reg2reg max path: cells and delay by family (launching register included) <==
family	cells	cell delay [ns]
compound gates	1	0.19
xor+xnor	2	0.45
fa+ha+maj	2	0.44
flops	1	0.39
simple gates	3	0.57
==> cell usage after synthesis, types with 2 or more instances <==
cell type / number / area, µm²
sky130_fd_sc_hd__dfrtp_1: 14 / 350
sky130_fd_sc_hd__ha_1: 2 / 25.0
sky130_fd_sc_hd__inv_1: 4 / 15.0
sky130_fd_sc_hd__nand2_1: 5 / 18.8
sky130_fd_sc_hd__nand3_1: 3 / 15.0
sky130_fd_sc_hd__nor2b_1: 2 / 12.5
sky130_fd_sc_hd__or3_1: 2 / 12.5
sky130_fd_sc_hd__xnor2_1: 8 / 70.1
sky130_fd_sc_hd__xor2_1: 9 / 78.8
==> routing by layer <==
metal	routed length, µm	part of all wire
met5	0	0
met4	0	0
met3	280	0.17
met2	649	0.39
met1	741	0.44
==> power breakdown <==
group / internal (W) / total (W) / leakage, nW / switching [W]
registers: 0.000208 / 0.000258 / 0.168 / 0.0000495
logic: 0.000231 / 0.000388 / 0.248 / 0.000157
clock network: 0.0000850 / 0.000133 / 0.0288 / 0.0000483
==> per-stage QoR <==
stage,setup slack [ns],instances,power (W),instance area [µm²],hold WS [ns]
2_1_floorplan,1.67,60,0.000463,692,0.478
6_report,1.36,164,0.000779,1070,0.527
5_1_grt,1.16,164,0.000850,1070,0.552
3_3_place_gp,1.10,160,0.000659,1020,0.523
4_1_cts,1.32,164,0.000797,1070,0.535
3_5_place_dp,1.09,160,0.000658,1020,0.525
==> cell families after synthesis <==
| family | synth area share |
|---|---|
| buffers and inverters | 0.0217 |
| multiplexers | 0.0145 |
| AND-OR/OR-AND | 0.0542 |
| AND/OR/NAND/NOR | 0.128 |
| flip-flops | 0.506 |
| adder cells (fa/ha/maj) | 0.0362 |
| XOR/XNOR | 0.239 |
==> worst paths after layout <==
kind | start | end | slack, ns | cells past startpoint
setup / recovery | inc | full$_DFF_PN0_ | 1.36 | 9
max in group asynchronous | rst_n | binary_wptr[2]$_DFF_PN0_ | 2.71 | 1
hold reg to reg | wptr[6]$_DFF_PN0_ | wptr[6]$_DFF_PN0_ | 0.53 | 1
min in group asynchronous | rst_n | wptr[6]$_DFF_PN0_ | 0.98 | 1
setup reg to reg | full$_DFF_PN0_ | full$_DFF_PN0_ | 2.00 | 8
hold / removal | wptr[6]$_DFF_PN0_ | wptr[6]$_DFF_PN0_ | 0.53 | 1
==> cell type report <==
type                    instances  area (µm²)
flip-flops and latches         14         350
fillers                       707        5390
repair buffers                 23         230
multi-input cells              42         327
well taps                      77        96.3
inverters                       4        15.0
clock buffers                   4        55.1
==> flip-flops by register name, indices dropped and copies added, names as in the netlist <==
register     cells
wptr             7
binary_wptr      6
full             1
No activity file was given, so power comes from the tool's default toggle rates.
