File: /design/flow/design.v
interface Asynchronous_FIFO_bfm_ext #(parameter DATA_WIDTH = 8, parameter ADDR_WIDTH = 6);
logic clk_wr; 
logic clk_rd; 
logic rst_n;
logic wr_en;
logic rd_en;
logic [DATA_WIDTH-1:0] data_in;
logic [DATA_WIDTH-1:0] data_out;
logic full;
logic empty;
logic half;
endinterface
interface Asynchronous_FIFO_bfm_int #(parameter DATA_WIDTH = 8, parameter ADDR_WIDTH = 6);
logic [ADDR_WIDTH:0] wptr;
logic [ADDR_WIDTH:0] rptr;
logic [ADDR_WIDTH-1:0] waddr;
logic [ADDR_WIDTH-1:0] raddr;
logic [ADDR_WIDTH:0] wq2_rptr;
logic [ADDR_WIDTH:0] rq2_wptr;
endinterface
module read_pointer #(
    parameter ADDR_WIDTH = 6
)(
    input  logic                    clk, rst_n, inc,
    input  logic [ADDR_WIDTH:0]     rq2_wptr,
    output logic [ADDR_WIDTH:0]     rptr, 
    output logic [ADDR_WIDTH-1:0]   raddr,
    output logic                    empty
);
    logic [ADDR_WIDTH:0]    gray_rptr_next;
    logic [ADDR_WIDTH:0]    binary_rptr, binary_rptr_next;
    logic                   empty_next;
    always_ff @(posedge clk or negedge rst_n) begin
        if (!rst_n) begin
            rptr <= 0;
            binary_rptr <= 0;
            empty <= 1;
        end
        else begin
            rptr <= gray_rptr_next;
            binary_rptr <= binary_rptr_next;
            empty <= empty_next;
        end
    end
    assign empty_next = (gray_rptr_next == rq2_wptr);
    assign gray_rptr_next = (binary_rptr_next >> 1) ^ binary_rptr_next;
    assign binary_rptr_next = binary_rptr + (inc & ~empty);
    assign raddr = binary_rptr[ADDR_WIDTH-1:0];
endmodule
File: /design/flow/run.sh
#!/bin/bash
# OpenROAD 26Q1-2900-gdf79404cd8, Yosys 0.63+post, stock flow scripts
make -C /OpenROAD-flow-scripts/flow DESIGN_CONFIG=/design/flow/config.mk WORK_HOME=/design/flow/orfs finish
File: /design/flow/config.mk
export PLATFORM = sky130hd
export DESIGN_NAME = read_pointer
export DESIGN_NICKNAME = read_pointer
export VERILOG_FILES = /design/flow/design.v
export SDC_FILE = /design/flow/constraint.sdc
export NUM_CORES = 4
export LEC_CHECK = 1
export CORE_AREA = 10 10 71 71
export DIE_AREA = 0 0 81 81
File: /design/flow/constraint.sdc
current_design read_pointer

set clk_period 2.1
set clk_io_pct 0.2

create_clock -name clk0 -period $clk_period [get_ports {clk}]

set non_clock_inputs [all_inputs -no_clocks]
set_input_delay [expr $clk_period * $clk_io_pct] -clock clk0 $non_clock_inputs
set_output_delay [expr $clk_period * $clk_io_pct] -clock clk0 [all_outputs]
==> run notes <==
Figures from the flow reports.

Place:
- The run gives the cell area after placement as 1290 um^2.
- The run puts the global placement routability congestion at slightly below 0.9.
- The run gives the number of buffers inserted by port buffering as 23.
- The run puts the HPWL reported at the end of detailed placement at ~1800 um.
- STA on the placed design reports a worst setup slack of -0.394 ns.
- The detailed placer reported the number of placed instances as about 170.

Synth:
- The run puts the count of flip-flops with a built-in enable after synthesis at 0.
- The run gives the async set-reset flop share out of synthesis as 100%.
- The run puts the cell count after synthesis at ~94.
- Counting flops and latches in the post-synthesis netlist gives 14.
- The run puts the number of cells in the yosys synthesis report at between 90 and 100.
- In this run, distinct cell masters in the synthesized netlist total 34.
- The biggest area contributor in the post-synthesis netlist is sky130_fd_sc_hd__dfrtp_1.
- The run gives the number of warnings issued by yosys as 1.
- A synthesized cell averages 10.1 um^2.
- The stat command in Yosys gives a chip area of between 900 and 1000 um^2.
- The main area contributors are sky130_fd_sc_hd__dfrtp_1 34%, sky130_fd_sc_hd__xnor2_1 10%, sky130_fd_sc_hd__xor2_1 8.3%.
- The cell area that synthesis handed to floorplanning was about 950 um^2.
- The run gives the dominant synthesized flop cell as sky130_fd_sc_hd__dfrtp_1.
- The run gives the sequential area share after synthesis as between 30 and 40%.
- The run puts the share of the synthesized area in the top cell type at between 30% and 40%.

Setup path:
- The report shows a maximum critical-path fanout of 4.
- Per STA, the highest per-stage delay on the worst path measures 0.56 ns.
- The run gives the endpoint of the worst-slack reg-to-reg timing path as empty.
- In this run the critical register-to-register path is launched from empty.
- The run gives the category of the most critical setup path as reg -> reg.
- The OpenROAD report gives the critical path a required time of roughly 2.3 ns.
- The run puts the critical path depth in cells at 8.
- The run gives the kind of cell adding the most delay to the critical path as flip-flops.
- The run puts the buffer and inverter count on the worst path at 1.
- According to the timing report, the arrival time at the worst endpoint equals ~2.2 ns.
- Following the worst setup path forward leads to its endpoint at empty.
- The worst setup path is launched from a register.
- The run puts the number of cells traversed by the worst register-to-register path at 8.
- The run gives the sort of element at the end of the critical path as a register.
- The run puts the worst reg-to-reg setup slack at roughly 0.076 ns.
- For this design, the slowest cell found on the critical path is sky130_fd_sc_hd__dfstp_2.
- The most critical setup path has its startpoint at empty.
- For reference, the critical path cell chain is nor2b_4 > ha_2 > buf_6 > and3_4 > a2111oi_4 > xnor2_1 > xor2_1 > nor4_2.

Timing:
- The run gives the worst setup slack after layout as roughly 0.076 ns.
- The run gives the total of endpoints with negative setup slack in the final report as 0.
- The run gives the worst max-slew margin expressed relative to the limit as 57.7%.
- The run gives the portion of the clock cycle consumed by the worst path in the final layout as 96.4%.
- Setup repair after global routing could not meet its margin everywhere.
- The run puts the minimum clock period at about 2 ns.
- The clock arrives with between 0.0007 and 0.0008 ns of skew.
- The run gives the final tally of max-slew violations as 0.
- The run puts the fmax at ~490 MHz.
- In the final timing run, aggregate negative setup slack is 0 ns.
- The run gives the actual slew at the worst max-slew pin as approximately 0.63 ns.
- The run puts the total count of hold-check failures in the final report at 0.

Cells and area:
- In the layout the commonest cells are 22 x sky130_fd_sc_hd__clkdlybuf4s50_1, 13 x sky130_fd_sc_hd__dfrtp_1, 13 x sky130_fd_sc_hd__buf_4.
- The run puts the design area at roughly 1400 um^2.
- The run puts the area added between synthesis and finish at 49.3%.
- The run puts the fraction of final layout cells with drive strength greater than 1 at roughly a quarter.
- The run gives the utilization of the core after routing as between 30% and 40%.
- Excluding fillers, the count of instances in the completed layout stands at between 150 and 200.
- The run gives the most frequently placed logic cell in the final layout as sky130_fd_sc_hd__clkdlybuf4s50_1.

Route:
- The run puts the number of vias in the routed layout at approximately 800.
- The first TritonRoute pass finished after 4 iterations.
- The run gives the remaining routing DRC violations as 0.
- The run gives the DRC violation total after the first TritonRoute iteration as just over 60.
- The run gives the vias per cell as between 4 and 5.
- The repair_antennas step left the layout with diodes totalling 0.
- The run puts the final routed wirelength across all metal layers at around 2300 um.
- TritonRoute output was used to compute an average wire per cell of 12.9 um.
- Nets still carrying antenna violations after routing amount to 0.

Flow run:
- The run gives the count of warning messages emitted by the tools as 27.
- The run puts the number of max-cap violations at 0.

Clock tree:
- The run gives the number of levels the H-tree was split into as 1.
- The run puts the clock latency on the worst-skew pair at 0.24 ns.
- The run gives the CTS tree as built.
- CTS saw 14 sinks.
- The run gives the maximum count of clock buffers along a single path as 2.
- The run puts the number of CTS-inserted buffers at 3.
- The run puts the register clock-pin slew on the reported worst setup and hold paths at approximately 0.060 ns.
- The run gives the number of hold buffers added after CTS as 0.
- Looking at the clock tree report, the root buffer type is sky130_fd_sc_hd__clkbuf_8.

GRT:
- The run puts the all-layer global routing usage at 7.52%.
- The run puts the wire length of the first global-routing pass at around 4000 um.
- The run puts the largest net degree at the start of global routing at 15.
- The run gives the number of global-route vias before repair as ~840.
- The run gives the total overflow reported by the global router as 0.
- The initial antenna violation count is 0.

Floorplan:
- In this run the core area contains 22 standard-cell rows.
- The run gives the core utilization before placement as roughly a quarter.
- The horizontal die dimension reported for this design is 81 um.
- The floorplan step defined a core boundary enclosing 3630 um^2.
- During I/O placement, the number of pins put on the boundary was 24.
- According to the floorplan report, the total die area is about 6600 um^2.
- According to the floorplan report, the die height is around 81 um.

Power:
- The power report puts the leakage power at around 0.57 nW.
- The run puts the worst ir drop on vdd at around 0.00040 V.
- Total power normalized to cell area comes to between 1000 and 1500 nW/um^2.

Min path:
- The run gives the worst min-delay path class as in -> async.

Outcome:
- The run finished with clean final reports.
routing by layer:
layer,part of all wire (%),up-vias,GRT usage (%)
li1,-,403,-
met1,47,377,10.3
met2,47,14,12.6
met3,3.9,2,0.891
met4,1.5,0,1.56
met5,0,-,0
synthesized netlist by cell type (2+ instances only):
library cell / instances
sky130_fd_sc_hd__xnor2_1: 11
sky130_fd_sc_hd__nand2_1: 5
sky130_fd_sc_hd__nor3_1: 4
sky130_fd_sc_hd__a21oi_1: 4
sky130_fd_sc_hd__buf_2: 3
sky130_fd_sc_hd__dfrtp_1: 13
sky130_fd_sc_hd__o22ai_1: 2
sky130_fd_sc_hd__nor2_1: 3
sky130_fd_sc_hd__inv_1: 6
sky130_fd_sc_hd__buf_6: 2
sky130_fd_sc_hd__o211ai_1: 2
sky130_fd_sc_hd__ha_1: 2
sky130_fd_sc_hd__o311ai_0: 2
sky130_fd_sc_hd__nand3_1: 6
sky130_fd_sc_hd__nand4_1: 2
sky130_fd_sc_hd__xor2_1: 9
cell families after synthesis:
kind of cell	count (synthesis)	synth area share, %
AND/OR/NAND/NOR	30	19.3
flip-flops	14	37.0
adder cells (fa/ha/maj)	2	2.63
AND-OR/OR-AND	15	13.6
buffers and inverters	12	6.71
XOR/XNOR	21	20.8
sequential cells by signal, indices dropped and copies added, names as in the netlist:
signal	flops
empty	1
rptr	7
binary_rptr	6
layout make-up:
cell class	count	area, um^2
fill	347	2210
sequential	14	352
clock buffer	4	55.1
multi-input combinational	68	593
tap	48	60.1
timing repair buffer	37	338
inverter	6	22.5
timing repair:
action | 4_1_cts | 5_1_grt
buffers inserted | 3 | 0
pin swaps | 6 | 3
gates resized | 13 | 2
endpoints found under the setup margin | 2 | 1
worst reg2reg max path: cells and delay by family, from the launching register on:
family | cells | cell delay, ns
adder cells (fa/ha/maj) | 1 | 0.19
AND/OR/NAND/NOR | 3 | 0.42
flip-flops | 1 | 0.56
buffers and inverters | 1 | 0.12
XOR/XNOR | 2 | 0.33
AND-OR/OR-AND | 1 | 0.32
how the worst min path moves through the flow:
stage	from	end	slack, ns	cells after the start
CTS	rst_n	binary_rptr[5]	0.60	1
global route	rst_n	rptr[3]	0.64	1
finish	rst_n	binary_rptr[2]	0.57	1
per-stage QoR:
stage	hold slack (ns)	total power (W)
3_3_place_gp	0.614	0.00161
6_report	0.572	0.00196
4_1_cts	0.595	0.00195
2_1_floorplan	0.124	0.00118
5_1_grt	0.642	0.00214
3_5_place_dp	0.627	0.00161
report_power, final:
part | switching, W | total, W | leakage [nW] | internal, W
Clock | 0.0000911 | 0.000257 | 0.0288 | 0.000166
Sequential | 0.000189 | 0.000590 | 0.168 | 0.000401
Combinational | 0.000433 | 0.00111 | 0.377 | 0.000680
Total | 0.000713 | 0.00196 | 0.574 | 0.00125
Power is estimated from default activity; no workload was simulated.
