===== flow/config.mk =====
export PLATFORM = sky130hd
export DESIGN_NAME = fifo_memory
export DESIGN_NICKNAME = fifo_memory
export VERILOG_FILES = /design/flow/design.v
export SDC_FILE = /design/flow/constraint.sdc
export NUM_CORES = 4
export LEC_CHECK = 1
export CORE_UTILIZATION = 30

===== flow/constraint.sdc =====
current_design fifo_memory

set clk_period 5.2
set clk_io_pct 0.2

create_clock -name clk0 -period $clk_period [get_ports {clk_rd}]
create_clock -name clk1 -period $clk_period [get_ports {clk_wr}]

set non_clock_inputs [all_inputs -no_clocks]
set_input_delay [expr $clk_period * $clk_io_pct] -clock clk0 $non_clock_inputs
set_output_delay [expr $clk_period * $clk_io_pct] -clock clk0 [all_outputs]

===== flow/design.v =====
interface Asynchronous_FIFO_bfm_ext #(parameter DATA_WIDTH = 8, parameter ADDR_WIDTH = 6);
logic clk_wr; 
logic clk_rd; 
logic rst_n;
logic wr_en;
logic rd_en;
logic [DATA_WIDTH-1:0] data_in;
logic [DATA_WIDTH-1:0] data_out;
logic full;
logic empty;
logic half;
endinterface
interface Asynchronous_FIFO_bfm_int #(parameter DATA_WIDTH = 8, parameter ADDR_WIDTH = 6);
logic [ADDR_WIDTH:0] wptr;
logic [ADDR_WIDTH:0] rptr;
logic [ADDR_WIDTH-1:0] waddr;
logic [ADDR_WIDTH-1:0] raddr;
logic [ADDR_WIDTH:0] wq2_rptr;
logic [ADDR_WIDTH:0] rq2_wptr;
endinterface
module fifo_memory #(
    parameter DATA_WIDTH = 8,
    parameter ADDR_WIDTH = 6
)(
    input  logic                      clk_wr, clk_rd,
    input  logic                      wr_en, rd_en,
    input  logic  [ADDR_WIDTH-1:0]    waddr, raddr,
    input  logic  [DATA_WIDTH-1:0]    data_in,
    output logic  [DATA_WIDTH-1:0]    data_out,
    output logic                      half
);
    logic [DATA_WIDTH-1:0] mem[2**ADDR_WIDTH-1:0];
    always_ff @(posedge clk_wr) begin
        if (wr_en) mem[waddr] <= data_in;
    end
    always_ff @(posedge clk_rd) begin
        if (rd_en) data_out <= mem[raddr];
    end
    assign half = (raddr-waddr==32)||(waddr-raddr==32) ? 1'b1 : 1'b0;
endmodule

===== flow/run.sh =====
#!/bin/bash
# OpenROAD 26Q1-2900-gdf79404cd8, Yosys 0.63+post, stock flow scripts
make -C /OpenROAD-flow-scripts/flow DESIGN_CONFIG=/design/flow/config.mk WORK_HOME=/design/flow/orfs finish

==> impl.org <==
#+TITLE: Synthesis and PnR summary

** Global routing
- Global routing used 14.5% of the available tracks across all layers.
- Global-route wire length before repair :: 69,300 um
- Initial antenna violation count :: 0
- Global Route met2 Usage :: 22.1%
- For this run the aggregate overflow at the end of global routing stands at 0.
- GRT met3 Usage :: 8.37%
- Entering global routing, the biggest net connects 65 pins.
- Global routing used 18.9% of the available met1 tracks.
- Global-route layer with the greatest usage :: met2
- The number of global-route vias before repair is 10,700.

** Critical path
- Per STA, the highest per-stage delay on the worst path measures 0.61 ns.
- The report puts the cell count of the worst reg-to-reg path at 5.
- Along the worst path, the maximum fanout reaches 7.
- In this run the critical register-to-register path is captured at data_out[1].
- Category of the worst setup path launch point :: input port
- CP Capture Type :: primary output
- Worst path slowest cell :: sky130_fd_sc_hd__clkdlybuf4s50_1
- By startpoint and endpoint, the worst setup path is classified as input port to primary output.
- In this run the worst setup path terminates at half.
- Worst path required time :: 4.16 ns
- Traced cell by cell, the critical path runs through clkdlybuf4s50_1 > inv_1 > ha_1 > or4_1 > o21ai_0 > o21ai_0 > a2111o_1 > o31ai_1 > clkdlybuf4s50_1.
- Per the timing report, the most critical flop-to-flop path originates at mem[11][1].
- Tracing the worst setup path back leads to its startpoint at waddr[4].
- The OpenROAD report gives the critical path a data arrival time of 3.85 ns.
- Across all register-to-register paths, the minimum setup slack is 2.67 ns.

** Finish
- Post-layout instance area :: 23,500 um2
- The sequential cells in the finished layout cover a total of 15,600 um2.
- Area added between synthesis and finish :: 15.4%
- The layout has 6,088 filler cells.
- Per the cell usage report, the commonest logic cells after layout are sky130_fd_sc_hd__edfxtp_1, sky130_fd_sc_hd__mux4_2, sky130_fd_sc_hd__nor2_1.
- For this run, the number of standard cells in the final layout without fillers is 1,973.
- Most common logic cell in the routed design :: sky130_fd_sc_hd__edfxtp_1
- Combinational cell area excluding buffers and inverters :: 4470 um2
- Of the cells placed in the final design, the portion with a size suffix greater than 1 is 23.5%.
- Cells fill 35.0% of the core in the end.

** Timing
- Hold slack final :: 1.03 ns
- Setup total negative slack on the finished layout was measured at 0 ns.
- Slew of the pin with the lowest slew margin :: 0.917 ns
- Endpoints failing setup :: 0
- The final hold violation count recorded for this run is 0.
- In the post-route analysis, the smallest setup slack over all paths is 0.306 ns.
- The final max-slew violation count recorded for this run is 0.
- Max transition margin :: 38.7%
- Unrepaired setup endpoints after global routing :: no

** Clocking
- TritonCTS built the clock tree.
- Count of buffers added by post-CTS timing repair for setup :: 0
- The post-CTS hold buffer count recorded in the log is 0.
- Post_cts resized :: 0
- Clock Sinks :: 520
- CTS clk-pin slew, worst paths :: 0.06 ns

** Placed design
- Per the placement log, port buffering inserted 31 buffers.
- Cell count after placement :: 1,880
- DP HPWL :: 26,900 um
- The placement summary gives the final routability congestion estimate as 0.907.
- STA on the placed design reports a worst setup slack of 0.326 ns.
- Placed standard-cell area :: 21,800 um2

** Hold path
- Worst hold path depth :: 1
- Worst Hold Class :: input port to flop

** Routing
- Dividing the detail-routed via count by the number of cells gives 4.95.
- Post-DRT Antenna Nets :: 0
- Length of the first detailed-routing pass in iterations :: 5
- After the first detailed-routing iteration, the DRC count stood at 719.
- Per the detail_route report, DRC violations left total 0.
- For this sky-water flow run, the detailed-routed wirelength per cell is reported as 23.2 um.
- Routed Wire Length :: 45,700 um
- For this run, the script counts the antenna cells in the layout as 0.
- Total via count in the routed design :: 9,767

** Die
- In this run the vertical extent of the chip is 263 um.
- The initial utilization of the core area, before any placement, comes to 30.4%.
- Std cell rows :: 95
- Measured along the x axis, the die boundary spans 263 um.
- Core area :: 67,200 um2
- Num ports :: 33
- The chip occupies 69,000 um2.

** Power and ir drop
- P per Cell Area :: 380 nW/um2
- Worst supply voltage drop on vdd :: 234 uV
- Overall power consumption :: 8.93 mW
- Static Leakage :: 7.28 nW

** Yosys
- Yosys stat cell total :: 987
- A synthesized cell averages 20.7 um2.
- Synth unique cells :: 39
- Sequential share of the synthesized area :: 76.6%
- Synth Cell Area :: 20,400 um2
- Yosys-reported design area after synthesis :: 20,400 um2
- The warning tally printed by Yosys for this design is 1.
- The synthesized instance count is 987.
- The synthesized design contains 520 register bits.

** Run
- Tool Warnings :: 32
- Max-cap violations in this run came to 0.

** Run status
- Result of the run :: complete, no violations
## routing by layer
layer | up-vias | share of wire, % | routed length (um)
li1 | 4240 | - | -
met1 | 5014 | 37 | 17000
met2 | 444 | 48 | 21900
met3 | 69 | 12 | 5690
met4 | 0 | 2.3 | 1070
met5 | - | 0 | 0
## worst max-delay path: cells and delay by family
| kind | cells | cell delay (ns) |
|---|---|---|
| adder cells (fa/ha/maj) | 1 | 0.39 |
| AND-OR/OR-AND | 4 | 0.69 |
| AND/OR/NAND/NOR | 1 | 0.49 |
| buffers and inverters | 3 | 1.25 |
## registers in the layout, summed over array words and instances (netlist names)
| name | cells |
|---|---|
| mem | 512 |
| data_out | 8 |
## cell type report
cell class	instances	area share (%)
flip-flops and latches	520	66.4
multi-input cells	408	19.0
clock buffers	64	6.09
well taps	873	4.64
repair buffers	65	2.22
clock inverters	29	1.39
inverters	14	0.223
## where the power goes
| part | total [mW] | switching [mW] | internal (mW) |
|---|---|---|---|
| Clock | 3.81 | 1.51 | 2.30 |
| Sequential | 4.66 | 0.00774 | 4.65 |
| Combinational | 0.464 | 0.290 | 0.174 |
## logic make-up after synthesis
| kind of cell | Yosys count | synth area share, % |
|---|---|---|
| buffers and inverters | 59 | 1.44 |
| muxes | 139 | 14.9 |
| xor gates and xnor gates | 1 | 0.0430 |
| AOI/OAI and AO/OA | 78 | 2.58 |
| adders and majority gates | 12 | 0.737 |
| DFF | 520 | 76.6 |
| and+or+nand+nor | 178 | 3.66 |
## how the worst min path moves through the flow
stage                end  slack [ns]  startpoint
CTS           mem[10][4]        1.03  data_in[4]
global route  mem[10][4]        1.04  data_in[4]
finish        mem[10][4]        1.03  data_in[4]
## synthesized netlist by cell type (all sizes together)
library cell | number | area, um2
a2111o | 1 | 11.3
a2111oi | 2 | 17.5
a32oi | 3 | 26.3
or4 | 1 | 7.51
buf | 32 | 193
a21o | 1 | 7.51
o211ai | 2 | 20.0
and2 | 1 | 6.26
or3 | 3 | 18.8
a311oi | 1 | 8.76
inv | 14 | 52.6
nand4 | 5 | 31.3
nand3 | 25 | 125
o31ai | 1 | 7.51
nor3 | 7 | 35.0
nor2b | 4 | 25.0
ha | 12 | 150
mux4 | 132 | 2970
edfxtp | 520 | 15600
a21oi | 17 | 85.1
o21ai | 11 | 55.1
nand2 | 56 | 210
xnor2 | 1 | 8.76
a31oi | 7 | 43.8
o41ai | 1 | 8.76
mux2i | 7 | 70.1
o22ai | 3 | 18.8
a221oi | 3 | 26.3
nor2 | 75 | 282
o2111ai | 1 | 8.76
clkbuf | 13 | 48.8
and3 | 1 | 6.26
a22oi | 24 | 180
Power is estimated from default activity; no workload was simulated.
